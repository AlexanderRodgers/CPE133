==> ./design.v <==
`timescale 1ns / 1ps
module Comparator(
    input [3:0] temp,
    output a, 
    output b,
    output c
    );
    wire t0_bar, t1_bar, t2_bar, t3_bar;
    not (t0_bar, temp[0]);
    not (t1_bar, temp[1]);
    not (t2_bar, temp[2]);
    not (t3_bar, temp[3]);
    wire g0, g1;
    and (b, temp[3], temp[2], t1_bar, t0_bar);
    and (g0, temp[3], temp[2], temp[1]);
    and (g1, temp[3], temp[2], temp[0]);
    or (c, g0, g1);
    wire d;
    or (d, b, c);
    not (a, d);
endmodule
`timescale 1ns / 1ps
module Decoder2x4(
    input I0,
    input I1,
    input cn,
    output [3:0] D 
    );
    wire s0, s1, s2, s3, I0_br, I1_br;
    not(I0_br, I0);
    not(I1_br, I1);
    and A1(s0, I0_br, I1_br);
    bufif0 (D[0], s0, cn);
    and A2(s1, I0_br, I1);
    bufif0 (D[1], s1, cn);
    and A3(s2, I0, I1_br);
    bufif0 (D[2], s2, cn);
    and A4 (s3, I0, I1);
    bufif0 (D[3], s3, cn);
endmodule
`timescale 1ns / 1ps
module FF_D(
    input D,
    input clk,
    output Q,
    output Q_bar
    );
    reg Q, Q_bar;
    always @ (posedge clk)
    begin
    Q = D;
    Q_bar = ~D;
    end
endmodule
module FF_Dcom(input D, input clk, input clr, input St, input Id,
     output Q, output Q_bar);
     reg Q, Q_bar;
     always @ (posedge clk)
     begin
        if (St == 1'b1 && clr == 1'b0)
            begin
            Q = 1'b1;
            Q_bar = 1'b0;
            end
        else
            if (St == 1'b1 && clr == 1'b1)
                begin
                Q = 1'b0;
                Q_bar = 1'b1;
                end
        else
            if (clr == 1'b1 && St == 1'b0)
                begin
                Q = 1'b0;
                Q_bar = 1'b1;
                end
        else
            if (Id == 1'b1 && clr == 1'b0 && St == 1'b0)
                begin
                Q = D;
                Q_bar = ~D;
                end
    end
endmodule
module JK_FF(
    input clk,
    input [1:0] JK,
    input clr, 
    output Q,
    output Qb);
    reg Q, Qb;
    always_ff @(posedge clk)
    begin
    if (clr == 1'b1)
    begin
    Q = 1'b0;
    Qb = 1'b1;
    end
    else
    begin
        case (JK)
        2'b10: Q = 1'b1;
        2'b01: Q = 1'b0;
        2'b11: Q = ~1;
        default: Q = Q;
        endcase
    Qb = ~Q;
    end
    end
endmodule
`timescale 1ns / 1ps
module FlipFlop_4Bit(
    input [3:0] D,
    input clr,
    input clk,
    input st,
    input Id,
    output [3:0] Q,
    output [3:0] Q_bar
    );
    FF_Dcom d1 (.Q(Q[0]), .Q_bar(Q_bar[0]), .D(D[0]), .clk(clk), .clr(clr), .St(st), .Id(Id));
    FF_Dcom d2 (.Q(Q[1]), .Q_bar(Q_bar[1]), .D(D[1]), .clk(clk), .clr(clr), .St(st), .Id(Id));
    FF_Dcom d3 (.Q(Q[2]), .Q_bar(Q_bar[2]), .D(D[2]), .clk(clk), .clr(clr), .St(st), .Id(Id));
    FF_Dcom d4 (.Q(Q[3]), .Q_bar(Q_bar[3]), .D(D[3]), .clk(clk), .clr(clr), .St(st), .Id(Id));
endmodule
`timescale 1ns / 1ps
module FullAddr(
    input X0, X1, X2,
    output sum,
    output cout
    );
    assign sum = (X0 ^ X1) ^ X2;
    assign cout = (X0 & X1) | (X0 & X2) | (X1 & X2);
endmodule
module FullAddrstr(
    input [2:0] X, output sum, output cout
);
wire J1;
xor (J1, X[0], X[1]);
xor (sum, X[2], J1);
wire L1, L2, L3;
and (L1, X[0], X[1]);
and (L2, X[1], X[2]);
and (L3, X[0], X[1]);
or (cout, L1, L2, L3);
endmodule
`timescale 1ns / 1ps
module IO_Midterm(
    input [3:0] temp,
    input [1:0] sys_meas,
    input clr,
    input clk,
    input id,
    input st,
    output [3:0] D_out,
    output [1:0] T_out,
    output clr_out,
    output ld_out,
    output st_out);
    FF_Dcom Fd0 (.D(sys_meas[0]), .clk(clk), .clr(clr), .St(st), .Id(id), .Q(T_out[0]));
    FF_Dcom Fd1 (.D(sys_meas[1]), .clk(clk), .clr(clr), .St(st), .Id(id), .Q(T_out[1]));
    FF_Dcom Fd2 (.D(clr), .clk(clk), .clr(clr), .St(st), .Id(id), .Q(clr_out));
    FF_Dcom Fd3 (.D(id), .clk(clk), .clr(clr), .St(st), .Id(id), .Q(ld_out));
    FF_Dcom Fd4 (.D(st), .clk(clk), .clr(clr), .St(st), .Id(id), .Q(st_out));    
    FlipFlop_4Bit ff0 (.D(temp), .clr(clr), .clk(clk), .st(st), .Id(id), .Q(D_out));
endmodule
`timescale 1ns / 1ps
module Lab7_2x1mux(
    input A,
    input B,
    input Sel,
    output Y
    );
    wire s0, s1, s2, Sel_bar, A_bar, B_bar;
    not (A_bar, A);
    not (B_bar, B);
    not (Sel_bar, Sel);
    and A1 (s0, A, B_bar, Sel_bar);
    and A2 (s1, B, Sel);
    and A3 (s2, A, B);
    or O1 (Y, s0, s1, s2);
endmodule
module Lab7_4x1mux(
    input [3:0] X, input sel_1, input sel_2,
    output Y
);
wire J0, J1;
Lab7_2x1mux m1 (.Y(J0), .A(X[0]), .B(X[1]), .Sel(sel_1));
Lab7_2x1mux m2 (.Y(J1), .A(X[2]), .B(X[3]), .Sel(sel_1));
Lab7_2x1mux m3 (.Y(Y), .A(J0), .B(J1), .Sel(sel_2));
endmodule
`timescale 1ns / 1ps
module Lab_5RCA(
    input [3:0] A,
    input [3:0] B,
    input C_IN,
    output [3:0] SUM_RCA,
    output C_RCA
    );
    wire c0, c1, c2;
    FullAddr F0(.X0(A[0]), .X1(B[0]), .X2(C_IN), .sum(SUM_RCA[0]), .cout(c0));
    FullAddr F1(.X0(A[1]), .X1(B[1]), .X2(c0), .sum(SUM_RCA[1]), .cout(c1));
    FullAddr F2(.X0(A[2]), .X1(B[2]), .X2(c1), .sum(SUM_RCA[2]), .cout(c2));
    FullAddr F3(.X0(A[3]), .X1(B[3]), .X2(c2), .sum(SUM_RCA[3]), .cout(C_RCA));
endmodule
`timescale 1ns / 1ps
module MidtermProject(
    input [3:0] X,
    input [1:0] sel,
    input clr,
    input clk,
    input st,
    input ld,
    output [7:0] LED
    );
    wire [3:0] D;
    wire [1:0] T;
    IO_Midterm m_io (.temp(X), .sys_meas(sel), .clr(clr), .clk(clk), .st(st), .id(ld), .T_out(T), .D_out(D));
    wire [3:0] B0 = 4'b0011;
    wire [3:0] K;
    Lab_5RCA K_RCA (.A(D), .B(B0), .C_IN(1'b0), .SUM_RCA(K));
    wire lt, et, gt;
    Comparator C1 (.temp(D), .a(lt), .b(et), .c(gt));
    assign LED[7] = gt;
    wire [3:0] F0;
    Multiplication M0(.F(D), .Q(F0));
    wire [3:0] B1 = 4'b0010;
    wire [3:0] F;
    Lab_5RCA F_RCA (.A(F0), .B(B1), .C_IN(1'b0), .SUM_RCA(F));
    wire [3:0] fin_out;
    Midterm_Mux mux (.K(K), .C(D), .F(F), .sel(T), .z(fin_out));
    wire [3:0] d_out;
    Decoder2x4 D0 (.I0(sel[0]), .I1(sel[1]), .cn(1'b0), .D(d_out));
    assign LED[0] = d_out[0];  
    assign LED[1] = d_out[1];  
    assign LED[2] = d_out[2];  
    assign LED[3] = fin_out[0];
    assign LED[4] = fin_out[1];
    assign LED[5] = fin_out[2];
    assign LED[6] = fin_out[3];
endmodule
`timescale 1ns / 1ps
module Midterm_Mux(
    input [3:0] K,
    input [3:0] F,
    input [3:0] C,
    input [1:0] sel,
    output [3:0] z
    );
    wire [3:0] mux_in;
    Mux_4x1Midterm m0 (.A(C[0]), .B(K[0]), .C(F[0]), .D(1'b0), .sel_1(sel[0]), .sel_2(sel[1]), .Y(z[0]));
    Mux_4x1Midterm m1 (.A(C[1]), .B(K[1]), .C(F[1]), .D(1'b0), .sel_1(sel[0]), .sel_2(sel[1]), .Y(z[1]));
    Mux_4x1Midterm m2 (.A(C[2]), .B(K[2]), .C(F[2]), .D(1'b0), .sel_1(sel[0]), .sel_2(sel[1]), .Y(z[2]));
    Mux_4x1Midterm m3 (.A(C[3]), .B(K[3]), .C(F[3]), .D(1'b0), .sel_1(sel[0]), .sel_2(sel[1]), .Y(z[3]));
endmodule
`timescale 1ns / 1ps
module Multiplication(
    input [3:0] F,
    output [3:0] Q
    );
    wire k1, k2, j1, j2, j3, j4, i1, i2, i3, i4, i5, i6;
    wire F0_bar, F1_bar, F2_bar, F3_bar;
    not N0 (F0_bar, F[0]);
    not N1 (F1_bar, F[1]);
    not N2 (F2_bar, F[2]);
    not N3 (F3_bar, F[3]);
    and K3 (Q[3], F[2], F[3]);
    and k_1 (k1, F2_bar, F[3]);
    and k_2 (k2, F[1], F[2], F3_bar);
    or K2 (Q[2], k1, k2);
    and j_1 (j1, F1_bar, F[2], F3_bar);
    and j_2 (j2, F[0], F[1], F2_bar);
    and j_3 (j3, F[0], F2_bar, F[3]);
    and j_4 (j4, F[1], F2_bar, F[3]);
    or K1 (Q[1], j1, j2, j3, j4);
    and i_1 (i1, F[0], F1_bar, F3_bar);
    and i_2 (i2, F1_bar, F[2], F3_bar);
    and i_3 (i3, F0_bar, F[1], F2_bar, F3_bar);
    and i_4 (i4, F[1], F[2], F[3]);
    and i_5 (i5, F[0], F[1], F[3]);
    and i_6 (i6, F0_bar, F2_bar, F[3]);
    or K0 (Q[0], i1, i2, i3, i4, i5, i6);
endmodule
`timescale 1ns / 1ps
module Mux_4x1Midterm(
    input A,
    input B,
    input C,
    input D,
    input sel_1,
    input sel_2,
    output Y
    );
    wire J0, J1;
    Lab7_2x1mux m1 (.Y(J0), .A(A), .B(B), .Sel(sel_1));
    Lab7_2x1mux m2 (.Y(J1), .A(C), .B(D), .Sel(sel_1));
    Lab7_2x1mux m3 (.Y(Y), .A(J0), .B(J1), .Sel(sel_2));
endmodule
==> ./run.sh <==
#!/bin/bash
# OpenROAD 26Q1-2900-gdf79404cd8, Yosys 0.63+post, stock flow scripts
make -C /OpenROAD-flow-scripts/flow DESIGN_CONFIG=/design/flow/config.mk WORK_HOME=/design/flow/orfs finish
==> ./config.mk <==
export PLATFORM = sky130hd
export DESIGN_NAME = MidtermProject
export DESIGN_NICKNAME = MidtermProject
export VERILOG_FILES = /design/flow/design.v
export SDC_FILE = /design/flow/constraint.sdc
export NUM_CORES = 4
export LEC_CHECK = 1
export CORE_AREA = 10 10 70 70
export DIE_AREA = 0 0 80 80
==> ./constraint.sdc <==
current_design MidtermProject

set clk_period 1.9
set clk_io_pct 0.2

create_clock -name clk0 -period $clk_period [get_ports {clk}]

set non_clock_inputs [all_inputs -no_clocks]
set_input_delay [expr $clk_period * $clk_io_pct] -clock clk0 $non_clock_inputs
set_output_delay [expr $clk_period * $clk_io_pct] -clock clk0 [all_outputs]
==> run_results.csv <==
group,metric,value,unit
outcome,outcome,"complete, but fails checks",
outcome,violations,"negative setup slack",
placed_design,placed_cells_incl_taps,145,
synthesis,largest_area_cell,"dfxtp_1",
setup_path,crit_arrival,1.64,ns
final_layout,layoutNonFillerInstCount,150,
final_timing,report.final.slew_viol_count,0,
route,viasPerCell,3.99,
route,drc_errors,0,
route,vias,599,
setup_path,critPathLaunchType,"register",
synthesis,synthFlopType,"dfxtp_1",
grt,grt_pass1_vias,651,
synthesis,topCellsByArea,"dfxtp_1 (19%), ha_1 (12%), buf_4 (11%)",
synthesis,yosys_cells,80,
power_and_ir_drop,p_leak,0.431,nW
placed_design,io_buffers,17,
grt,grt_pass1_wl,2650,um
synthesis,ys.flops,6,
route,wl,1600,um
synthesis,common_cells,"buf_4 (9), nor2_1 (9), a211oi_1 (8), nor2b_1 (8), inv_1 (7)",
final_layout,area_growth,63.2,%
synthesis,yosysWarningCount,1,
final_timing,timing.final.ws_setup,-0.118,ns
placed_design,place_worst_setup_slack,-0.274,ns
setup_path,worst-path-buf-inv,1,
worst_hold_path,worst_hold_path_type,"input port to register",
synthesis,yosysSeqAreaShare,0.193,
floorplan,fp-utilization,0.182,
final_layout,fin_util,0.297,
final_timing,finalCriticalPeriod,2.02,ns
final_timing,rsz0062_at_grt,"true",
clock_tree,clkLatencyLatePin,0.24,ns
floorplan,rows,21,
synthesis,netlist_instances,80,
grt,grt_usage,0.0489,
route,drt_iter0_markers,26,
final_timing,fin_tns_setup,-0.118,ns
synthesis,syn_area_per_cell,7.77,um^2
synthesis,async_flop_share,0,
setup_path,cp_slowest_cell,"dfxtp_4",
floorplan,dieHeight,80,um
clock_tree,clock_sinks,6,
final_timing,fin_crit_sh,1.06,
floorplan,dieWidth,80,um
clock_tree,ctsHoldBuffers,0,
power_and_ir_drop,ir_drop,0.000228,V
power_and_ir_drop,p_per_area,466,nW/um^2
route,diodes,0,
floorplan,core_area,3420,um^2
route,first_pass_iters,3,
setup_path,path_cells,"ha_4 > nor2_2 > a21oi_2 > ha_2 > and3_1 > a221o_1 > buf_2",
synthesis,synth_area,622,um^2
floorplan,dieArea,6400,um^2
clock_tree,numCtsBuffers,3,
synthesis,edf_count,0,
final_timing,clock-skew-final,0,ns
placed_design,gp_congestion,0.858,
final_timing,max_slew.worst_pin.slew,0.411,ns
run,cap_violations,0,
clock_tree,cts_tree,"yes",
grt,antenna_found_initial,0,
floorplan,ioPinCount,18,
final_layout,final_area,1010,um^2
route,antenna_left,0,
clock_tree,clk_pin_slew,0.04,ns
grt,grt_max_degree,13,
clock_tree,clockRootBuffer,"clkbuf_4",
synthesis,ys_area,622,um^2
setup_path,crit_family,"flip-flops",
clock_tree,clock_path_buffers,2,
setup_path,worstPathRequired,1.52,ns
final_timing,setup_viol,1,
clock_tree,htreeDepth,1,
setup_path,crit_type,"register to primary output",
run,warning_count,30,
placed_design,hpwl,1210,um
final_layout,drive_gt1_frac,0.423,
placed_design,place_area,860,um^2
grt,grt-ovfl-total,0,
setup_path,slowest_delay,0.36,ns
route,wire_per_inst,10.7,um
final_timing,finalHoldViolations,0,
setup_path,crit_fanout,4,
final_timing,relSlewSlack,0.726,
final_timing,max_freq,0.496,GHz
synthesis,synthDominantCellAreaShare,0.193,
synthesis,ys_types,26,
setup_path,critPathCaptureType,"primary output",
-- area by class of cell --
class	count	area, um^2
clock buffer	3	22.5
fill	359	2400
inverter	7	31.3
multi-input combinational	55	478
sequential	6	129
tap	46	57.6
timing repair buffer	33	297
-- where the power goes --
part           internal, W  switching, W
Combinational     0.000124     0.0000833
Clock            0.0000712     0.0000418
Sequential        0.000136     0.0000171
-- cell usage in the layout, fill, tap and decap left out, types with 2 or more instances in the layout --
cell	netlist	final
clkdlybuf4s50_1	0	10
buf_4	9	10
nor2_1	9	8
nor2b_1	8	8
a211oi_1	8	7
buf_6	2	6
ha_4	0	5
inv_1	7	4
o21ai_0	6	3
clkbuf_4	0	3
dfxtp_1	6	3
buf_2	1	3
inv_4	0	2
a21oi_2	0	2
nand2_1	2	2
o21ai_1	0	2
dlymetal6s2s_1	0	2
dfxtp_4	0	2
-- through the flow --
stage	hold slack, ns	power [W]
6_report	0.498	0.000473
5_1_grt	0.522	0.000519
4_1_cts	0.667	0.000461
3_5_place_dp	0.677	0.000330
3_3_place_gp	0.660	0.000328
2_1_floorplan	0.452	0.000254
-- worst paths after layout --
path                  from            end  slack, ns  depth (start not counted)
max reg2reg  m_io.ff0.d3.Q  m_io.ff0.d3.Q       0.83                          4
max          m_io.ff0.d1.Q         LED[6]      -0.12                          7
min                 sel[0]     m_io.Fd0.Q       0.50                          3
min reg2reg  m_io.ff0.d2.Q  m_io.ff0.d2.Q       0.67                          3
-- worst min-delay path: stages --
cell	delay, ns
dlymetal6s2s_1	0.14
a211oi_1	0.09
nor2_1	0.09
-- flip-flops by register name (all words and copies together), names as in the netlist --
register       flops
m_io.ff0.d1.Q      1
m_io.ff0.d2.Q      1
m_io.ff0.d4.Q      1
m_io.ff0.d3.Q      1
m_io.Fd0.Q         1
m_io.Fd1.Q         1
-- metal layers --
layer  wire, um  vias up  GRT usage
met5          0        -          0
met4          8        0    0.00880
met3        146        2     0.0261
met2        594       16     0.0674
met1        849      268     0.0660
li1           -      313          -
-- cell families after synthesis --
kind of cell / after synthesis / synth area share
mux: 1 / 0.0161
fa+ha+maj: 6 / 0.121
buf+inv: 19 / 0.195
compound gates: 21 / 0.223
flops: 6 / 0.193
simple gates: 25 / 0.223
xor+xnor: 2 / 0.0282
-- repair_timing --
action                                  4_1_cts  5_1_grt
setup buffers                                 2        2
hold endpoints to repair                      0        0
endpoints found under the setup margin        6        6
gates resized                                38       14
pin swaps                                     7        5
Power figures rest on the tool's default switching activity, not on a simulated workload.
