--- /design/flow/run.sh ---
#!/bin/bash
# OpenROAD 26Q1-2900-gdf79404cd8, Yosys 0.63+post, stock flow scripts
make -C /OpenROAD-flow-scripts/flow DESIGN_CONFIG=/design/flow/config.mk WORK_HOME=/design/flow/orfs finish
--- /design/flow/config.mk ---
export PLATFORM = sky130hd
export DESIGN_NAME = Midterm_IO
export DESIGN_NICKNAME = Midterm_IO
export VERILOG_FILES = /design/flow/design.v
export SDC_FILE = /design/flow/constraint.sdc
export NUM_CORES = 4
export LEC_CHECK = 1
export CORE_AREA = 10 10 70 70
export DIE_AREA = 0 0 80 80
--- /design/flow/constraint.sdc ---
current_design Midterm_IO

set clk_period 1.4
set clk_io_pct 0.2

create_clock -name clk0 -period $clk_period [get_ports {clk}]

set non_clock_inputs [all_inputs -no_clocks]
set_input_delay [expr $clk_period * $clk_io_pct] -clock clk0 $non_clock_inputs
set_output_delay [expr $clk_period * $clk_io_pct] -clock clk0 [all_outputs]
--- /design/flow/design.v ---
`timescale 1ns / 1ps
module FF_D(
    input D,
    input clk,
    output Q,
    output Q_bar
    );
    reg Q, Q_bar;
    always @ (posedge clk)
    begin
    Q = D;
    Q_bar = ~D;
    end
endmodule
module FF_Dcom(input D, input clk, input clr, input St, input Id,
     output Q, output Q_bar);
     reg Q, Q_bar;
     always @ (posedge clk)
     begin
        if (St == 1'b1 && clr == 1'b0)
            begin
            Q = 1'b1;
            Q_bar = 1'b0;
            end
        else
            if (St == 1'b1 && clr == 1'b1)
                begin
                Q = 1'b0;
                Q_bar = 1'b1;
                end
        else
            if (clr == 1'b1 && St == 1'b0)
                begin
                Q = 1'b0;
                Q_bar = 1'b1;
                end
        else
            if (Id == 1'b1 && clr == 1'b0 && St == 1'b0)
                begin
                Q = D;
                Q_bar = ~D;
                end
    end
endmodule
module JK_FF(
    input clk,
    input [1:0] JK,
    input clr, 
    output Q,
    output Qb);
    reg Q, Qb;
    always_ff @(posedge clk)
    begin
    if (clr == 1'b1)
    begin
    Q = 1'b0;
    Qb = 1'b1;
    end
    else
    begin
        case (JK)
        2'b10: Q = 1'b1;
        2'b01: Q = 1'b0;
        2'b11: Q = ~1;
        default: Q = Q;
        endcase
    Qb = ~Q;
    end
    end
endmodule
`timescale 1ns / 1ps
module FlipFlop_4Bit(
    input [3:0] D,
    input clr,
    input clk,
    input st,
    input Id,
    output [3:0] Q,
    output [3:0] Q_bar
    );
    FF_Dcom d1 (.Q(Q[0]), .Q_bar(Q_bar[0]), .D(D[0]), .clk(clk), .clr(clr), .St(st), .Id(Id));
    FF_Dcom d2 (.Q(Q[1]), .Q_bar(Q_bar[1]), .D(D[1]), .clk(clk), .clr(clr), .St(st), .Id(Id));
    FF_Dcom d3 (.Q(Q[2]), .Q_bar(Q_bar[2]), .D(D[2]), .clk(clk), .clr(clr), .St(st), .Id(Id));
    FF_Dcom d4 (.Q(Q[3]), .Q_bar(Q_bar[3]), .D(D[3]), .clk(clk), .clr(clr), .St(st), .Id(Id));
endmodule
`timescale 1ns / 1ps
module Midterm_IO(
    input [3:0] temp,
    input [1:0] sys_meas,
    input clr,
    input clk,
    input id,
    input st,
    output [3:0] D_out,
    output [1:0] T_out,
    output clr_out,
    output ld_out,
    output st_out);
    FlipFlop_4Bit ff0 (.D(temp), .clr(clr), .clk(clk), .st(st), .Id(id), .Q(D_out));
    FF_Dcom Fd0 (.D(sys_meas[0]), .clk(clk), .clr(clr), .St(st), .Id(id), .Q(T_out[0]));
    FF_Dcom Fd1 (.D(sys_meas[1]), .clk(clk), .clr(clr), .St(st), .Id(id), .Q(T_out[1]));
    FF_Dcom Fd2 (.D(clr), .clk(clk), .clr(clr), .St(st), .Id(id), .Q(clr_out));
    FF_Dcom Fd3 (.D(id), .clk(clk), .clr(clr), .St(st), .Id(id), .Q(ld_out));
    FF_Dcom Fd4 (.D(st), .clk(clk), .clr(clr), .St(st), .Id(id), .Q(st_out));    
endmodule
==> writeup.txt <==
The number of max-cap violations came out at 0. Number of buffers between clock root and the deepest sink: 2. The end point of the most critical hold path is Fd2.Q$_SDFFE_PP1P_.

After synthesis, the mean cell area works out to 10.1 sq um. After clock tree synthesis, the setup repair step added 0 buffers. The floorplan step defined a die boundary enclosing 0.00640 sq mm. Clock tree root buffer cell: sky130_fd_sc_hd__clkbuf_4. The first global-routing pass estimated 1540 microns of wire. The worst relative slew slack came out at 0.759. For this run the aggregate overflow at the end of global routing stands at 0. The detail route stage leaves a number of antenna-violating nets equal to 0. At the worst endpoint, the required time is 1.12 ns. After filler insertion, the fill cell instance count of the layout stands at 385.

The mapped netlist covers 365 sq um. The top cell type by instance count after synthesis is sky130_fd_sc_hd__dfxtp_1. The run gives 80 microns for the overall die width. For the area of the multi-input gates, the log shows 121 sq um. The setup violation total in the final timing report was 0; the number of stages on the worst hold path was 2.

With the transition time at the pin with the least slew margin at 0.361 ns, the row count is 21. Looking at the VDD voltage map, the peak drop is 0.133 mV. The run gives 36 as the number of instances in the synthesized netlist.

The peak per-stage delay on the critical path is 0.48 ns. Among all flip-flop cells after synthesis, the most frequent one is sky130_fd_sc_hd__dfxtp_1. The critical path in this run is classified as flop to output pin.

The first detailed-routing pass ran for 2 iterations. The tools report the total I/O pin count as 19. With the number of placed instances with taps included at 94, the half-perimeter wire length after detailed placement is 834 microns. The worst hold path belongs to the class flop to flop.

The tools report the worst-skew pair later-pin latency as 0.25 ns. The per-cell routed wire length is 9.93 microns, and the sequential cell area in the final layout is 183 sq um. In this run, the number of DRC markers left after iteration 0 of detailed routing was 15. The clock net in this run drives a total of 9 sinks. After detailed routing, the total wire length is 973 microns. The synthesis warning total is 1. The run gives 0.107 for the initial cell density of the core. Setup repair after global routing left no endpoint under its margin. Per the final report, max-transition violations number 0. The flow ran to the end, and the final reports show no timing, DRC or antenna violations. The worst path buffer plus inverter count works out to 1.

The cell sequence reported for the critical path is clkdlybuf4s50_1. In this run, post-CTS repair resized a total of 0 instances. The run gives 80 microns for the die height. The number of enable-type register cells in the synthesized netlist is 0. The run gives 0.493 as the proportion of synthesized chip area in sequential cells. For the largest clock skew in the final design, the log shows 0 ns.

For this design, the slowest cell found on the critical path is sky130_fd_sc_hd__clkdlybuf4s50_1. Along the worst path, the maximum fanout reaches 2. Post-synthesis, Yosys gives the total cell area as 365 sq um.

The top cell type's share of synthesized area is 0.493. Per the timing report, the most critical flop-to-flop path originates at Fd3.Q$_SDFFE_PP1P_. The worst setup path is captured at an output pin. Antenna repair during routing inserted a diode count of 0. In this run, CTS created clock tree buffers numbering 3. The met1 capacity usage during global routing was 0.0311; the number of remaining DRC errors was 0. The worst hold slack was 0.472 ns. The total global-route track usage came out at 0.0310. The warning total across the stage logs is 25, and the fraction of registers with async set/reset is 0. Per the final timing report, the hold violations number 0. For the static leakage, the log shows 0.229 nW. The depth of the worst register-to-register path was 2; the register clock-pin slew on the reported worst setup and hold paths was 0.06 ns. The end of the worst register-to-register path was Fd3.Q$_SDFFE_PP1P_. The tools report the total negative setup slack as 0 ns. Routability-driven placement finished with a final weighted congestion of 0.733. The worst setup path is launched from a flop. Family with the most delay on the worst path: buffers and inverters. Counting distinct cell types in the post-synthesis netlist gives 10. The via density per instance came out at 2.85. The startpoint identified for the worst hold timing path is Fd2.Q$_SDFFE_PP1P_.

The fraction of layout cells with a size suffix above 1 is 0.135. STA puts the critical path data arrival time at 1.05 ns. Buffers placed on the I/O ports in this run total 18.

The run gives 984 mW/mm^2 for the power per standard cell area. For this design, Yosys synthesis ends with a cell count of 36. The finished layout holds 98 standard cells, fillers aside. Hold repair after CTS inserted 0 buffers. The cell type with the largest total area after synthesis was sky130_fd_sc_hd__dfxtp_1.

Sorting the synthesized cells by area gives the leading types as sky130_fd_sc_hd__dfxtp_1 49%, sky130_fd_sc_hd__mux2i_1 16%, sky130_fd_sc_hd__buf_4 12%, sky130_fd_sc_hd__a21oi_1 11%, sky130_fd_sc_hd__nand2b_1 3.4%. The area of the core was 0.00342 sq mm; the number of H-tree levels was 1. Area overhead of the layout relative to synthesis: 60.6%. Met2 track demand over resource: 0.0506. Derived from the worst setup path, the maximum achievable clock frequency is 750 MHz.

Entering global routing, the biggest net connects 10 pins. The post-route clock period utilization is 0.952, and the number of synthesized register bits is 9. The met3 usage was 0.0227.

The run gives 0 for the number of antenna violations at the first check in global routing. The layer flagged by global routing as most heavily used is met2. The run gives 0.73 ns for the setup slack on the worst flop-to-flop path.

The via count of the first global-routing pass came out at 306. The final critical delay including setup and external delays came out at 1.33 ns. Ranked by instance count, the synthesized netlist is headed by 9 x sky130_fd_sc_hd__dfxtp_1, 8 x sky130_fd_sc_hd__a21oi_1, 6 x sky130_fd_sc_hd__buf_4, 6 x sky130_fd_sc_hd__mux2i_1, 2 x sky130_fd_sc_hd__nand2b_1. Summing over every cut layer, the via total after detailed routing is 279.

TritonCTS built the clock tree.
routing by layer:
metal	share of wire	vias up
li1	-	147
met1	0.38	124
met2	0.51	8
met3	0.11	0
met4	0	0
met5	0	-
cells in the final DEF, fill, tap and decap left out:
cell / count
sky130_fd_sc_hd__clkdlybuf4s50_1: 18
sky130_fd_sc_hd__nor2_1: 1
sky130_fd_sc_hd__nand2b_1: 2
sky130_fd_sc_hd__inv_1: 1
sky130_fd_sc_hd__buf_4: 2
sky130_fd_sc_hd__nor3_1: 1
sky130_fd_sc_hd__a21oi_1: 8
sky130_fd_sc_hd__dfxtp_1: 7
sky130_fd_sc_hd__clkbuf_4: 3
sky130_fd_sc_hd__mux2i_1: 6
sky130_fd_sc_hd__dfxtp_2: 2
sky130_fd_sc_hd__clkbuf_1: 1
cell type report:
class	instances	share of cell area
clock buffer	4	0.0448
timing repair buffer	20	0.333
inverter	1	0.00640
sequential	9	0.311
multi-input combinational	18	0.207
tap	46	0.0981
state kept, by name, summed over array words and instances (netlist names):
signal    count
Fd0.Q         1
Fd1.Q         1
Fd2.Q         1
Fd3.Q         1
Fd4.Q         1
ff0.d1.Q      1
ff0.d2.Q      1
ff0.d3.Q      1
ff0.d4.Q      1
worst max-delay path by stage:
stage / start / endpoint / slack [ns] / cells past startpoint
global route: Fd4.Q$_SDFFE_PP1P_ / st_out / 0.01 / 1
CTS: ff0.d4.Q$_SDFFE_PP1P_ / D_out[3] / 0.03 / 1
finish: ff0.d4.Q$_SDFFE_PP1P_ / D_out[3] / 0.07 / 1
cell families after synthesis:
kind of cell / count (synthesis) / synth area share
buffers and inverters: 9 / 0.175
AND-OR/OR-AND: 8 / 0.110
flip-flops: 9 / 0.493
multiplexers: 6 / 0.164
AND/OR/NAND/NOR: 4 / 0.0582
power breakdown:
part | leakage [nW] | switching, mW | total [mW] | internal (mW)
Sequential | 0.0759 | 0.00836 | 0.284 | 0.276
Clock | 0.0150 | 0.0860 | 0.196 | 0.110
Combinational | 0.138 | 0.0277 | 0.0977 | 0.0700
stage by stage:
stage | power (mW) | instance area [sq um] | utilization | setup slack (ns)
6_report | 0.578 | 587 | 0.172 | 0.0666
5_1_grt | 0.619 | 587 | 0.172 | 0.0128
4_1_cts | 0.595 | 584 | 0.171 | 0.0311
3_5_place_dp | 0.390 | 558 | 0.163 | 0.0865
3_3_place_gp | 0.389 | 558 | 0.163 | 0.104
2_1_floorplan | 0.335 | 365 | - | 0.639
Power figures rest on the tool's default switching activity, not on a simulated workload.
