**run.sh**
```bash
#!/bin/bash
# OpenROAD 26Q1-2900-gdf79404cd8, Yosys 0.63+post, stock flow scripts
make -C /OpenROAD-flow-scripts/flow DESIGN_CONFIG=/design/flow/config.mk WORK_HOME=/design/flow/orfs finish
```
**config.mk**
```make
export PLATFORM = sky130hd
export DESIGN_NAME = HexDisplayV2
export DESIGN_NICKNAME = HexDisplayV2
export VERILOG_FILES = /design/flow/design.v
export SDC_FILE = /design/flow/constraint.sdc
export NUM_CORES = 4
export LEC_CHECK = 1
export CORE_UTILIZATION = 30
```
**constraint.sdc**
```tcl
current_design HexDisplayV2

set clk_period 3.3
set clk_io_pct 0.2

create_clock -name clk0 -period $clk_period [get_ports {clk}]

set non_clock_inputs [all_inputs -no_clocks]
set_input_delay [expr $clk_period * $clk_io_pct] -clock clk0 $non_clock_inputs
set_output_delay [expr $clk_period * $clk_io_pct] -clock clk0 [all_outputs]
```
**design.v**
```verilog
`timescale 1ns / 1ps
module HexDisplayV2(
	input clk,				  
	input [15:0] value_in,	  
	input BCD_enable,	      
	input Display_Enable,     
	output [6:0] seg,	      
	output [3:0] an	          
    );
	parameter CLKBIT = 16;   
	reg [CLKBIT:0] clk_div = 0;
	always @(posedge clk) begin
		clk_div <= clk_div + 1;	
	end 
	wire [1:0] digit_select;  
	assign digit_select = clk_div[CLKBIT:CLKBIT-1];  
	wire [15:0] BCD_out;
	Hex2BCD MyHex2BCD(clk, value_in, BCD_out, busy);
	wire[15:0] value_used;
	assign value_used = BCD_enable ? BCD_out : value_in;
	wire [3:0] tmp_value;	
	assign tmp_value = (digit_select ==  2'b00 ) ? value_used[3:0]:
							 (digit_select ==  2'b01 ) ? value_used[7:4]:
							 (digit_select ==  2'b10 ) ? value_used[11:8]:
							 (digit_select ==  2'b11 ) ? value_used[15:12]:
							 4'b1111;
	EnableDigit MyEnableDigit( digit_select, an );
	DisplayDigit MyDisplayDigit( tmp_value, Display_Enable, seg );	
endmodule
module DisplayDigit( valueIn, Display_Enable, sevenSegOut);
	input [3:0] valueIn;	 
	input Display_Enable;  
	output [6:0] sevenSegOut;  
	assign sevenSegOut =  ((valueIn == 4'b0000)& Display_Enable) ? 7'b1000000:    
								 ((valueIn == 4'b0001)& Display_Enable) ? 7'b1111001:    
								 ((valueIn == 4'b0010)& Display_Enable) ? 7'b0100100:    
								 ((valueIn == 4'b0011)& Display_Enable) ? 7'b0110000:    
								 ((valueIn == 4'b0100)& Display_Enable) ? 7'b0011001:    
								 ((valueIn == 4'b0101)& Display_Enable) ? 7'b0010010:    
								 ((valueIn == 4'b0110)& Display_Enable) ? 7'b0000010:    
								 ((valueIn == 4'b0111)& Display_Enable) ? 7'b1111000:    
								 ((valueIn == 4'b1000)& Display_Enable) ? 7'b0000000:    
								 ((valueIn == 4'b1001)& Display_Enable) ? 7'b0010000:    
								 ((valueIn == 4'b1010)& Display_Enable) ? 7'b0001000:    
								 ((valueIn == 4'b1011)& Display_Enable) ? 7'b0000011:    
								 ((valueIn == 4'b1100)& Display_Enable) ? 7'b1000110:    
								 ((valueIn == 4'b1101)& Display_Enable) ? 7'b0100001:    
								 ((valueIn == 4'b1110)& Display_Enable) ? 7'b0000110:    
								 ((valueIn == 4'b1111)& Display_Enable) ? 7'b0001110:    
								 7'b1111111;    
endmodule
module EnableDigit( digitSelectIn, digSelectOut);
	input [1:0] digitSelectIn;  
	output [3:0] digSelectOut;  
	assign digSelectOut = (digitSelectIn == 2'b00) ? 4'b1110:    
								 (digitSelectIn == 2'b01) ? 4'b1101:    
								 (digitSelectIn == 2'b10) ? 4'b1011:    
								 (digitSelectIn == 2'b11) ? 4'b0111:    
								 4'b0000;    
endmodule
module Hex2BCD(sys_clk, HexIn, BCD_out, busy);
	 input [15:0] HexIn;     
    input sys_clk;
    output reg [15:0] BCD_out = 0;
	 output reg busy = 0;
	reg [3:0] digit0, digit1, digit2, digit3;
	wire carry0, carry1, carry2;
	reg [4:0] counter =0;
	assign carry0=(digit0>4);
	assign carry1=(digit1>4);
	assign carry2=(digit2>4);
	always @(posedge sys_clk) begin
		if (counter==0) begin
			digit0<=0;
			digit1<=0;
			digit2<=0;
			digit3<=0;
			busy <= 1'b1;
			counter <= counter + 1;
		end
		else if (counter<17) begin
		  if (carry0)
				digit0<={digit0-5,HexIn[16-counter]};
		  else
				digit0<={digit0[2:0],HexIn[16-counter]};
		  if (carry1)
				digit1<={digit1-5,carry0};
		  else
				digit1<={digit1[2:0],carry0};
		  if (carry2)
				digit2<={digit2-5,carry1};
		  else
				digit2<={digit2[2:0],carry1};
		  digit3<={digit3[2:0],carry2};
		  counter <= counter + 1;
		end 
		else if (counter == 17 ) begin
			if( HexIn < 10000 )  
				BCD_out <= {digit3,digit2,digit1,digit0};  
			else
				BCD_out <= 16'h9999;  
			busy <= 1'b0;
				counter <= 0;
		end
	end
endmodule
```
==> flow_summary_export.csv <==
group,metric,value,unit
run_status,outcome,"finished clean",
grt,grtUsageTotal,11.5,%
cells_and_area,lay_top_cells,"nand2_1 (35), dfxtp_1 (31), nor2_1 (27)",
timing,report.final.hold_viol_count,0,
timing,fmax,305,MHz
worst_setup_path,crit_fanout,8,
routing,post_drt_wl_per_cell,11.9,um
clock_network,cts.clk_slew.worst_paths,90,ps
grt,use_met2,18.4,%
yosys,synthCells,289,
die,fp_util,31.5,%
yosys,ys_seq_elements,54,
grt,use_met1,17.0,%
cells_and_area,syn2layout_area_growth,23.9,%
flow_run,cap_violations,0,
worst_setup_path,path_class,"in -> out",
routing,vias_per_cell,4.63,
yosys,flop_cell,"dfxtp_1",
routing,routed_wl,5.60,mm
routing,vias,2180,
placement,place_hpwl,4.05,mm
yosys,avgSynthCellArea,10.3,um^2
grt,use_met3,2.52,%
yosys,synth-edff-count,21,
routing,num_antenna_cells,0,
timing,period_used_share,99.4,%
worst_setup_path,worst_setup_path_end_kind,"primary output",
timing,period_needed,3280,ps
timing,rsz0062_at_grt,"yes",
worst_setup_path,cp.required,2640,ps
worst_setup_path,start_kind,"primary input",
timing,setup_viol,0,
worst_setup_path,path_cells,"dlygate4sd2_1, mux4_2, mux2i_4, buf_6, nand3_1, o21ai_0, o32a_1, clkdlybuf4s50_1",
pwr,seqPwrFrac,60.5,%
die,num_rows,35,
grt,overflow,0,
timing,fin_hold_ws,408,ps
placement,gp_congestion,0.798,
grt,grt_pass1_wl,9.31,mm
cells_and_area,stdcell_count,471,
grt,grt_pass1_vias,2046,
placement,placedCellCount,453,
clock_network,hold_buffers,0,
pwr,intPower,0.893,mW
pwr,combPwrFrac,8.9,%
timing,maxSlewHeadroom,58.5,%
timing,finalMaxSlewViolations,0,
die,die_height,101,um
die,io_pins,30,
pwr,p_clk_share,30.7,%
yosys,ys_cells,289,
pwr,ir_drop,0.183,mV
routing,firstDrtPassIters,4,
cells_and_area,fin_util,39.0,%
die,core_area,9420,um^2
cells_and_area,lay_top_count,"nand2_1",
worst_setup_path,arrival,2620,ps
die,die_area,10300,um^2
yosys,yosysSeqAreaShare,43.5,%
cells_and_area,drive_gt1_share,17.8,%
pwr,p_sw,0.243,mW
die,die_w,101,um
pwr,switching_share,21.4,%
worst_setup_path,crit_path_max_incr_delay,520,ps
timing,setup_slack,19.7,ps
yosys,yosys_area,2970,um^2
worst_setup_path,cp_slowest_cell,"mux4_2",
min_path,hold_path.class,"reg -> reg",
clock_network,root_buffer,"clkbuf_8",
placement,place_ws,-174,ps
clock_network,cts.sinks,54,
placement,io_buffers,29,
yosys,async_flop_share,0,%
timing,fin_skew,10.8,ps
cells_and_area,fin_area,3680,um^2
clock_network,cts.htree.levels,2,
yosys,syn_area,2970,um^2
routing,drtIter0Drc,41,
yosys,synth_cell_types,41,
clock_network,clock_tree.buffer_depth,2,
flow_run,warnings,31,
routing,drc,0,
timing,worst_pin_slew,622,ps
grt,grt_start_max_net_pins,21,
grt,antenna_found_initial,0,
yosys,yosysWarnings,3,
clock_network,clock_latency,300,ps
clock_network,cts-buffers-inserted,5,
grt,busiest_layer,"met2",
routing,ant_nets,0,
placement,placed_area,3460,um^2
pwr,p_per_area,309,nW/um^2
clock_network,cts_tree,"built",
pwr,p_leak,1.39,nW
[cell families after synthesis]
family                   after synthesis  synth area share [%]
AND-OR/OR-AND                         45                  9.15
XOR/XNOR                              24                  7.34
adder cells (fa/ha/maj)               11                  4.64
buffers and inverters                 26                  5.10
flip-flops                            54                  43.5
multiplexers                          18                  12.8
AND/OR/NAND/NOR                      111                  17.5
[repair_timing]
| action | in CTS | in global routing |
|---|---|---|
| pin swaps | 3 | 0 |
| gates resized | 31 | 10 |
| cloned | 0 | 0 |
| setup endpoints to repair | 7 | 5 |
| buffers inserted | 6 | 4 |
[state kept, by name, indices dropped and copies added (netlist names)]
register           count
clk_div               17
MyHex2BCD.BCD_out     16
MyHex2BCD.counter      5
MyHex2BCD.digit0       4
MyHex2BCD.digit1       4
MyHex2BCD.digit2       4
MyHex2BCD.digit3       4
[power groups by stage]
stage	clock network, mW	registers (mW)	logic (mW)
CTS	0.367	0.687	0.0948
global route	0.390	0.687	0.110
finish	0.349	0.687	0.101
[routing by layer]
metal | wire (um) | part of all wire, % | up-vias
met4 | 87 | 1.6 | 0
met3 | 284 | 5.1 | 6
met1 | 2790 | 50 | 994
met2 | 2440 | 44 | 62
met5 | 0 | 0 | -
li1 | - | - | 1118
[critical path, delay by kind of cell]
family / cells / cell delay [ps]
simple gates: 1 / 120
buf+inv: 3 / 870
mux: 2 / 700
compound gates: 2 / 270
[area by class of cell]
cell class / instances / area (um^2)
clock buffer: 5 / 68.8
clock inverter: 3 / 16.3
fill: 881 / 5740
inverter: 15 / 56.3
multi-input combinational: 209 / 1590
sequential: 54 / 1290
tap: 129 / 161
timing repair buffer: 56 / 493
[Yosys cell counts, types with 3 or more instances]
cell / n / share of area [%]
nand2_1: 35 / 4.4
dfxtp_1: 33 / 22
nor2_1: 29 / 3.7
edfxtp_1: 21 / 21
a21oi_1: 19 / 3.2
xnor2_1: 16 / 4.7
inv_1: 15 / 1.9
nand3_1: 14 / 2.4
and2_1: 13 / 2.7
ha_1: 11 / 4.6
o21ai_0: 11 / 1.9
mux4_2: 9 / 6.8
nand2b_1: 8 / 1.7
xor2_1: 7 / 2.1
a211oi_1: 4 / 1.0
mux4_1: 4 / 3.5
clkbuf_1: 3 / 0.38
clkbuf_8: 3 / 1.4
o21bai_1: 3 / 0.76
[worst paths after layout]
| check | startpoint | endpoint | slack, ps | cells past startpoint |
|---|---|---|---|---|
| max | value_in[15] | seg[3] | 20 | 8 |
| min | clk_div[0]$_DFF_P_ | clk_div[0]$_DFF_P_ | 410 | 1 |
| max reg2reg | MyHex2BCD.counter[1]$_DFFE_PP_ | MyHex2BCD.digit0[0]$_SDFFE_PP0P_ | 760 | 7 |
| min reg2reg | clk_div[0]$_DFF_P_ | clk_div[0]$_DFF_P_ | 410 | 1 |
[through the flow]
stage / power [mW] / TNS (ps)
after floorplan: 0.739 / 0
after CTS: 1.15 / 0
after global routing: 1.19 / -75.5
after detailed placement: 0.795 / -1050
after global placement: 0.795 / -941
final: 1.14 / 0
Power and IR drop assume default switching activity.
